File: ./run.sh
#!/bin/bash
# OpenROAD 26Q1-2900-gdf79404cd8, Yosys 0.63+post, stock flow scripts
make -C /OpenROAD-flow-scripts/flow DESIGN_CONFIG=/design/flow/config.mk WORK_HOME=/design/flow/orfs finish
File: ./constraint.sdc
current_design code

set clk_period 5.8
set clk_io_pct 0.2

create_clock -name clk0 -period $clk_period [get_ports {clk}]

set non_clock_inputs [all_inputs -no_clocks]
set_input_delay [expr $clk_period * $clk_io_pct] -clock clk0 $non_clock_inputs
set_output_delay [expr $clk_period * $clk_io_pct] -clock clk0 [all_outputs]
File: ./config.mk
export PLATFORM = sky130hd
export DESIGN_NAME = code
export DESIGN_NICKNAME = code
export VERILOG_FILES = /design/flow/design.v
export SDC_FILE = /design/flow/constraint.sdc
export NUM_CORES = 4
export LEC_CHECK = 1
export CORE_UTILIZATION = 30
File: ./design.v
`timescale 1ns / 1ps
`default_nettype none
module code(
			input wire clk,
			input wire reset,
			input wire start,
			input wire [6:0] addr,
			input wire [31:0] data,
			output reg i2c_sda,
			output wire i2c_scl,
			output reg ready,
			output reg stop,
			output wire output1,
			output wire output2,
			output wire output3,
			output wire output4
    );
parameter STATE_IDLE=0;
parameter STATE_START=1;
parameter STATE_ADDR=2;
parameter STATE_RW=3;
parameter STATE_WACK=4;
parameter STATE_DATA=5;
parameter STATE_WACK2=6;
parameter STATE_STOP=7;
reg [7:0] state=0;
reg [14:0] count;
reg [6:0] saved_addr;
reg [31:0] saved_data;
reg i2c_scl_enable=0;
wire wack1;  
wire wack2;  
reg wack11=0;
reg wack22=0;
assign wack1=wack11;  
assign wack2=wack22;   
assign i2c_scl = (i2c_scl_enable == 0) ? 1 : ~clk;
always @(negedge clk)  
	begin
		if(reset ==1)
			begin
				i2c_scl_enable<=0;
			end 
		else
			begin
				if(( state==STATE_IDLE)||(state==STATE_START)||(state==STATE_STOP))
				i2c_scl_enable<=0;
				else 
				i2c_scl_enable<=1;
	      end
end
always @(posedge clk) 
	begin  
			if(reset==1) begin
				state<=STATE_IDLE;
				i2c_sda<=1;
			end
			else 
				begin
				case(state)
						STATE_IDLE:  begin 
								i2c_sda<=1;
										if(start) begin
											state<=STATE_START;
											ready<=0;
											stop<=0;
										end
										else 
											state<=STATE_IDLE;
						end  
						STATE_START: begin  
									i2c_sda<=0; 
									saved_addr<=addr;
									saved_data<=data;
									ready<=1'b1;
									stop<=0;
									state<= STATE_ADDR;
									count<=6;
						end  
						STATE_ADDR: begin
								  i2c_sda<=saved_addr[count];
							     ready<=0; 
								  stop<=0;
										if(count==0) state<= STATE_RW;
										else count <= count-1;
						end  
						STATE_RW: begin
								 i2c_sda<=1;    
								 ready<=0;
								 stop<=0;
								 state<= STATE_WACK;
              		end  
						STATE_WACK : begin
								if((address==addr1)||(address==addr2)||(address==addr3)||(address==addr4))
										i2c_sda<=1;
								else
										i2c_sda<=0;	
								ready<=0;
								stop<=0;
								state<=STATE_DATA;
								count<=31;
						end  
						STATE_DATA : begin
								i2c_sda<= saved_data[count];
								ready<=0; 
								stop<=0;
									if(count ==0) state <=STATE_WACK2;
									else count<= count-1;
						end  
						STATE_WACK2 : begin
								i2c_sda<=wack2;
								ready<=0;
								stop<=0;
								state<=STATE_STOP;
						end  
						STATE_STOP: begin
								i2c_sda<=1;
								ready<=0;
								stop<=1;
								state<= STATE_IDLE;
					end 
				endcase
			end  
		end  
wire [6:0] address;  
reg [7:0] counter=6;
reg [7:0] rx_state=8;
parameter RX_IDLE=8;
parameter RX_ADDR=9;
parameter RX_RD_WR_ENABLE=10;
parameter RX_WACK1=11;
parameter RX_OUTPUT=12;
parameter RX_WACK2=13;
parameter RX_NON_OUTPUT=14;
parameter RX_STOP=15;
reg [6:0] addr1=7'b1111000;
reg [6:0] addr2=7'b1100110;
reg [6:0] addr3=7'b1110001;
reg [6:0] addr4=7'b1010101;
reg [6:0] address1;  
wire reset1;  
wire start1;  
assign start1=start;
assign reset1=reset;
assign address=address1;  
reg output11=0;  
reg output22=0;  
reg output33=0;  
reg output44=0;  
assign output1=output11;  
assign output2=output22;  
assign output3=output33;  
assign output4=output44;  
always @(posedge clk)
 begin  
		case(rx_state)
				RX_IDLE:  begin 
									if(ready) begin
									rx_state<=RX_ADDR;
										counter<=6;
											output11<=0;
												output22<=0;
													output33<=0;
														output44<=0;end
									else begin 
									rx_state<=RX_IDLE;
										output11<=0;
											output22<=0;
												output33<=0;
													output44<=0; end			
				end 
			   RX_ADDR: begin
					 address1[counter]<=i2c_sda; 
					 output11<=0;output22<=0;output33<=0;output44<=0;
				   if(counter==0) begin
							rx_state<= RX_RD_WR_ENABLE;
					  end		
					else counter <= counter-1; 
			    end  
				RX_RD_WR_ENABLE: 	begin
             			rx_state<= RX_WACK1;	
							output11<=0;output22<=0;output33<=0;output44<=0;					
  				end 
				RX_WACK1:	begin
						if((address==addr1)||(address==addr2)||(address==addr3)||(address==addr4))
								begin wack11<=1;
								rx_state<=RX_OUTPUT; 
								counter<=31;
							   end
						else
								begin wack11<=0; 
								rx_state<=RX_NON_OUTPUT; 
								counter<=31;
								end
			   end
			  RX_OUTPUT: 	begin
							        if(address==addr1)
						           	begin
							           output11<= i2c_sda; wack22<=1;
					                      if(counter ==0) rx_state <=RX_WACK2;
					                  else counter<= counter-1;
					              end 
						           else if(address==addr2)
							         begin
							            output22<= i2c_sda; wack22<=1;
					                    if(counter ==0) rx_state <=RX_WACK2;
					                     else counter<= counter-1;
					              end 
	          					  else if(address==addr3)
				          			begin
							            output33<= i2c_sda;wack22<=1;
					                    if(counter ==0) rx_state <=RX_WACK2;
					                      else counter<= counter-1;
					               end 
						           else if(address==addr4)
							          begin
							            output44<= i2c_sda;wack22<=1;
					                     if(counter ==0) rx_state <=RX_WACK2;
					                      else counter<= counter-1;
					               end 
						             else 
						                begin 
							                 output44<=0; 
												  output33<=0;
												  output22<=0;
												  output11<=0;
												  wack11<=0;
												  wack22<=0;
					                         if(counter ==0) rx_state <=RX_WACK2;
					                           else counter<= counter-1;
					                    end 
				end
				RX_NON_OUTPUT:	begin
							      output44<=0; output33<=0; output22<=0; output11<=0;
									if(counter ==0) rx_state<=RX_WACK2;
					            else counter<= counter-1;
			   end 
			   RX_WACK2:	 begin 
								wack22<=1; 
								rx_state<=RX_STOP;
								output11<=0;output22<=0;output33<=0;output44<=0;
				end
				RX_STOP: 	begin 
								output11<=0;output22<=0;output33<=0;output44<=0;
								wack11<=0;
								wack22<=0;
								rx_state<=RX_IDLE; 
   			end	
  	endcase  
 end  
endmodule
==> Slide: Implementation Results <==
Physical Implementation Snapshot

Status
  • Status: finished clean

Synth
  • Count of library flops with an enable pin: 79
  • Mapped Cells: 333
  • Syn_area_per_cell: about 12 um^2
  • Post-synthesis cell area: approximately 4100 um^2
  • Yosys stat cell total: 333
  • Dominant register cell in the synthesized netlist: edfxtp_1
  • Yosys warning tally: 1
  • Top cells, area: edfxtp_1 58%, mux4_2 4.9%, nor2_1 3.3%
  • Chip area in the Yosys report: 4110 um^2
  • Top cell type's share of synthesized area: 57.7%
  • Post-synth ARST share: 0%
  • Post-synthesis sequential element count: 84
  • Synth Seq Share: 60.1%
  • Yosys cell types: ~52
  • Synth area leader: edfxtp_1

Routing
  • DR vias: 2681
  • DR pass1 iterations: 4
  • Final ANT Viol Nets: 0
  • First DRT Iteration DRCs: roughly 220
  • WL per Instance: 13.6 um
  • Average vias per placed instance: ~4.8
  • Final WL: 7620 um
  • Ant. Diodes: 0
  • Drt drc: 0

Worst setup path
  • Crit path DRT: 4.64 ns
  • Crit Path Class: register to output port
  • Crit Path Max Fanout: 1
  • Worst R2R End: i2c_scl_enable$_SDFF_NP0_
  • R2R depth: 2
  • Reg2reg setup slack: 1.95 ns
  • Startpoint Class: register
  • CP max-delay cell: clkdlybuf4s50_1
  • Largest stage delay, worst path: 0.44 ns
  • Crit-path cells: nand2_1, clkdlybuf4s50_1
  • CP endpoint kind: output port
  • Worst R2R Start: state[2]$_SDFFE_PP0P_
  • Critical Path Sink: i2c_scl
  • Crit path DAT: approximately 4.2 ns
  • Crit path from: i2c_scl_enable$_SDFF_NP0_

Timing
  • Total negative setup slack: 0 ns
  • Final setup vio count: 0
  • Slew Limit Fails: 0
  • Relative slew slack: 43.5%
  • Setup repair after global routing missed its margin: no
  • Fin. Hold Viols: 0
  • Worst-Margin Slew: ~0.84 ns
  • Skew final: 0.0778 ns

Place
  • Placed cell count: 541
  • Post-place instance area: 4770 um^2
  • Detail Placement HPWL: 5280 um
  • PortBufs: 49
  • Final Wtd Congestion: 0.792

Power
  • Pwr dens: 380 nW/um^2
  • Leakage: between 0.0015 and 0.002 uW
  • VDD IR max: between 0.15 and 0.2 mV

Clocking
  • CTS tree: yes
  • Count of cells resized by post-cts repair: 0
  • Post-CTS setup buffers: 0
  • Clock-pin slew on the worst setup and hold paths: roughly 0.06 ns
  • Hold_buf cts: 0
  • Clk latency late pin: between 0.5 and 0.6 ns

GRT
  • First-pass GRT wire length: 13000 um
  • Largest net degree at the start of global routing: 40
  • Gr usage total: ~12%
  • Vias in the first global route: approximately 2700
  • Total grt overflow: 0
  • Antenna violations before repair: 0

Floorplan
  • DIE HEIGHT: approximately 120 um
  • CORE AREA: 13300 um^2
  • Std-Cell Rows: 42
  • Die ar.: 14200 um^2
  • FP Util: 30.9%
  • Ports: 50
  • Die x size: roughly 120 um

Finish
  • Area grow syn2layout: 24.2%
  • Final Cell Area: 5110 um^2
  • Final std cells w/o fill: between 500 and 600
  • Layout cell share with drive strength beyond 1: 11.2%
  • FILL cells: 1241

Hold path
  • Hold_sp: saved_data[7]$_DFFE_PP_
  • HP Class: register to register

Flow run
  • Max_cap viols: 0
  • Tool warnings: 28
## how the worst min path moves through the flow
| stage | endpoint | depth (start not counted) | slack [ns] |
|---|---|---|---|
| 4_1_cts | i2c_sda$_SDFFE_PP1P_ | 4 | 0.62 |
| 6_report | i2c_sda$_SDFFE_PP1P_ | 4 | 0.62 |
| 5_1_grt | i2c_sda$_SDFFE_PP1P_ | 4 | 0.64 |
## per-layer routing
layer | track usage [%] | vias to the layer above | wire length (um)
li1 | - | 1340 | -
met2 | 17.0 | 67 | 3310
met4 | 1.74 | 0 | 106
met3 | 3.47 | 8 | 429
met5 | 0 | - | 0
met1 | 19.8 | 1266 | 3770
## registers in the layout (all words and copies together), names as in the netlist, 3 cells and up
name        cells
count          15
saved_addr      7
state           3
address1        7
rx_state        3
saved_data     32
counter         8
## cell usage after synthesis, types with 5 or more instances
cell type	count
nor4_1	8
nand2_1	25
inv_1	9
dfxtp_1	5
nor3_1	12
xnor2_1	13
clkbuf_1	15
nand2b_1	10
edfxtp_1	79
mux2i_1	6
xor2_1	8
nor2_1	36
a21oi_1	14
o21ai_0	18
mux4_2	9
mux2_2	8
## worst max-delay path, delay by kind of cell, from the launching register on
family / cells / cell delay (ns)
buf+inv: 1 / 0.44
flops: 1 / 0.29
simple gates: 1 / 0.05
## cells by family after synthesis
kind of cell	synth area share [%]
simple gates	15.2
flops	60.1
compound gates	8.06
buf+inv	2.65
mux	8.58
xor+xnor	4.47
fa+ha+maj	0.913
## power breakdown
part | leakage (uW) | internal, uW | switching [uW] | total [uW]
logic | 0.000713 | 184 | 219 | 403
registers | 0.000782 | 805 | 108 | 914
clock network | 0.000174 | 380 | 245 | 625
## cells in the final DEF, fill, tap and decap left out, drive strengths merged, types with 11 or more instances in the layout
master,count
nor2,36
a21oi,15
nor3,12
xnor2,13
edfxtp,79
nand2,25
clkdlybuf4s50,49
clkbuf,13
o21ai,18
inv,11
## layout make-up
cell class | count | area (um^2) | area share (%)
sequential | 84 | 2470 | 48.4
clock buffer | 14 | 314 | 6.14
tap | 176 | 220 | 4.31
inverter | 8 | 30.0 | 0.588
clock inverter | 6 | 41.3 | 0.808
multi-input combinational | 221 | 1540 | 30.1
timing repair buffer | 50 | 495 | 9.69
## stage by stage
step / util [%] / worst slack (ns) / power, uW / hold slack (ns)
2_1_floorplan: - / 1.22 / 1190 / 0.559
3_3_place_gp: 35.9 / 0.817 / 1330 / 0.600
3_5_place_dp: 35.9 / 0.794 / 1330 / 0.602
4_1_cts: 38.4 / 0.419 / 1960 / 0.625
5_1_grt: 38.4 / 0.346 / 2060 / 0.639
6_report: 38.4 / 0.441 / 1940 / 0.621
Power and IR drop assume default switching activity.
